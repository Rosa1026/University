[/design/flow/design.v]
module Vr_HW3 (CLK, RST, AIN, BIN, LDISP, RDISP, SC_LDISP, SC_RDISP);
  input CLK, RST;
  input [0:1] AIN, BIN;
  output [0:12] LDISP, RDISP;
  output [0:12] SC_LDISP, SC_RDISP;
  wire AS;
  wire BS;
  wire [2:0] STAT;
  wire [3:0] ASC, BSC;
  Vr_HW3_Series A_Series (CLK, RST, AIN, AS);
  Vr_HW3_Series B_Series (CLK, RST, BIN, BS);
  Vr_HW3_RSP Main (CLK, RST, AIN, BIN, AS, BS, STAT);
  Vr_HW3_Score Score (CLK, RST, STAT, ASC, BSC);
  Vr_HW3_Disp_Decoder Display (AIN, BIN, STAT, ASC, BSC, LDISP, RDISP, SC_LDISP, SC_RDISP);
endmodule
module Vr_HW3_Disp_Decoder (AIN, BIN, STAT, ASC, BSC, LDISP, RDISP, SC_LDISP, SC_RDISP);
  input [0:1] AIN, BIN;
  input [2:0] STAT;
  input [3:0] ASC, BSC;
  output reg [0:12] LDISP, RDISP;
  output reg [0:12] SC_LDISP, SC_RDISP;
  parameter [2:0] S_INIT = 3'b000,
                  S_AATK = 3'b001,
                  S_BATK = 3'b010,
                  S_AW = 3'b011,
                  S_BW = 3'b100,
                  S_DRAW = 3'b101;
  parameter [0:1] ROCK=2'b00, SCISSORS=2'b01, PAPER=2'b10, INVALID=2'b11;
  function [0:12] number_dec;
    input [3:0] in_val;
    if(in_val==4'b0000) number_dec = 13'b1111110000000;  
    else if(in_val==4'b0001) number_dec = 13'b0110000000000;  
    else if(in_val==4'b0010) number_dec = 13'b1101101000000;  
    else if(in_val==4'b0011) number_dec = 13'b1111001000000;  
    else if(in_val==4'b0100) number_dec = 13'b0110011000000;  
    else if(in_val==4'b0101) number_dec = 13'b1011011000000;  
    else if(in_val==4'b0110) number_dec = 13'b1011111000000;  
    else if(in_val==4'b0111) number_dec = 13'b1110010000000;  
    else if(in_val==4'b1000) number_dec = 13'b1111111000000;  
    else if(in_val==4'b1001) number_dec = 13'b1111011000000;  
    else number_dec = 13'b0000000000000;
  endfunction
  function [0:12] sign_dec;
    input [0:1] in_val;
    if(in_val==2'b00) sign_dec = 13'b0011101000111;  
    else if(in_val==2'b01) sign_dec = 13'b0011101101010;  
    else if(in_val==2'b10) sign_dec = 13'b0111111010000;  
    else if(in_val==2'b11) sign_dec = 13'b0000000101101;  
    else sign_dec = 13'b0000000000000; 
  endfunction
  function isRock;
    input [0:1] in_val;
    if (in_val == ROCK) isRock = 1'b1;
    else isRock = 1'b0;
  endfunction
  function isScissors;
    input [0:1] in_val;
    if (in_val == SCISSORS) isScissors = 1'b1;
    else isScissors = 1'b0;
  endfunction
  function isPaper;
    input [0:1] in_val;
    if (in_val == PAPER) isPaper = 1'b1;
    else isPaper = 1'b0;
  endfunction
  function isInvalid;
    input [0:1] in_val;
    if (in_val == INVALID) isInvalid = 1'b1;
    else isInvalid = 1'b0;
  endfunction
  function RCPAWin;
    input [0:1] Aval; input [0:1] Bval;
    if (isRock(Aval) && isScissors(Bval)) RCPAWin = 1'b1;
    else if (isScissors(Aval) && isPaper(Bval)) RCPAWin = 1'b1;
    else if (isPaper(Aval) && isRock(Bval)) RCPAWin = 1'b1;
    else RCPAWin = 1'b0;
  endfunction
  function RCPBWin;
    input [0:1] Aval; input [0:1] Bval;
    if (isRock(Bval) && isScissors(Aval)) RCPBWin = 1'b1;
    else if (isScissors(Bval) && isPaper(Aval)) RCPBWin = 1'b1;
    else if (isPaper(Bval) && isRock(Aval)) RCPBWin = 1'b1;
    else RCPBWin = 1'b0;
  endfunction
  always @ (AIN or BIN or STAT or ASC or BSC) begin
   if (STAT != 3'b011 && STAT != 3'b100 && STAT != 3'b101) begin
    LDISP = sign_dec(AIN);
    RDISP = sign_dec(BIN);
   end
   else if (STAT == 3'b011) begin 
    LDISP = 13'b0000001000000;
    RDISP = 13'b0000000100100;
   end
   else if (STAT == 3'b100) begin 
    LDISP = 13'b0000000001001;
    RDISP = 13'b0000001000000;
   end
   else if (STAT == 3'b101) begin 
    LDISP = 13'b0000001000000;
    RDISP = 13'b0000001000000;
   end
   SC_LDISP = number_dec(ASC);
   SC_RDISP = number_dec(BSC);
  end
endmodule
module Vr_HW3_RSP (CLK, RST, AIN, BIN, AS, BS, STAT);
  input CLK, RST;
  input [0:1] AIN, BIN;
  input AS, BS;
  output [2:0] STAT;
  reg [2:0] S_reg, S_next;  
  reg [0:1] a_prev, b_prev;  
  reg [2:0] S_STAT;
  parameter [2:0] S_INIT = 3'b000,
                  S_AATK = 3'b001,
                  S_BATK = 3'b010,
                  S_AW = 3'b011,
                  S_BW = 3'b100,
                  S_DRAW = 3'b101;
  parameter [0:1] ROCK=2'b00, SCISSORS=2'b01, PAPER=2'b10, INVALID=2'b11;
  always @ (posedge CLK) begin 
   if (RST) begin S_reg <= S_INIT; a_prev <= 2'bxx; b_prev <= 2'bxx; end
   else begin 
	if (S_next == S_AW || S_next == S_BW) begin 
	 S_reg <= S_next; a_prev <= 2'bxx; b_prev <= 2'bxx; 
	end
	else begin 
	 S_reg <= S_next; a_prev <= AIN; b_prev <= BIN; 
	end
   end
  end
  always @ (S_reg, AIN, BIN, AS, BS) begin  
    case (S_reg)
	S_INIT : if (AIN == INVALID && BIN != INVALID) S_next = S_BW;
               else if (AIN != INVALID && BIN == INVALID) S_next = S_AW;
               else if (AIN == INVALID && BIN == INVALID) S_next = S_DRAW;
	       else if (AIN != INVALID && BIN != INVALID) begin
	       if (AIN == BIN) S_next = S_INIT;
               if (AIN == ROCK && BIN == SCISSORS) S_next = S_AATK;
               else if (AIN == SCISSORS && BIN == PAPER) S_next = S_AATK;
               else if (AIN == PAPER && BIN == ROCK) S_next = S_AATK;
               else if (AIN == ROCK && BIN == PAPER) S_next = S_BATK;
               else if (AIN == SCISSORS && BIN == ROCK) S_next = S_BATK;
               else if (AIN == PAPER && BIN == SCISSORS) S_next = S_BATK;
	       end
	S_AATK : if (AS) begin
		  if (BS) begin
		   if (AIN == a_prev && BIN == b_prev)
		    S_next = S_DRAW;
		   else if (AIN == a_prev && BIN != b_prev)
		    S_next = S_BW;
		   else if (AIN != a_prev && BIN == b_prev)
		    S_next = S_AW;
		  end
		 else begin
		  if (AIN == a_prev) S_next = S_BW;
		 end
		end
		else if (BS) begin
		 if (BIN == b_prev) S_next = S_AW;
		end
		else begin
		 if (AIN == INVALID && BIN != INVALID) S_next = S_BW;
		 else if (AIN != INVALID && BIN == INVALID) S_next = S_AW;
		 else if (AIN == INVALID && BIN == INVALID) S_next = S_DRAW;
		 else if (AIN != INVALID && BIN != INVALID) begin
		   if (AIN == BIN) S_next = S_AW;
                   else if (AIN == ROCK && BIN == SCISSORS) S_next = S_AATK;
                   else if (AIN == SCISSORS && BIN == PAPER) S_next = S_AATK;
                   else if (AIN == PAPER && BIN == ROCK) S_next = S_AATK;
                   else if (AIN == ROCK && BIN == PAPER) S_next = S_BATK;
                   else if (AIN == SCISSORS && BIN == ROCK) S_next = S_BATK;
                   else if (AIN == PAPER && BIN == SCISSORS) S_next = S_BATK;
		 end
		end
	S_BATK : if (AS) begin
		  if (BS) begin
		   if (AIN == a_prev && BIN == b_prev)
		    S_next = S_DRAW;
		   else if (AIN == a_prev && BIN != b_prev)
		    S_next = S_BW;
		   else if (AIN != a_prev && BIN == b_prev)
		    S_next = S_AW;
		  end
		  else begin
		   if (AIN == a_prev)
		    S_next = S_BW;
		  end
		 end
		else if (BS) begin
		if (BIN == b_prev)
		 S_next = S_AW;
		end
		else begin
		 if (AIN == INVALID && BIN != INVALID) S_next = S_BW;
		 else if (AIN != INVALID && BIN == INVALID) S_next = S_AW;
		 else if (AIN == INVALID && BIN == INVALID) S_next = S_DRAW;
		 else if (AIN != INVALID && BIN != INVALID) begin
		  if (AIN == BIN) S_next = S_BW;
                  else if (AIN == ROCK && BIN == SCISSORS) S_next = S_AATK;
                  else if (AIN == SCISSORS && BIN == PAPER) S_next = S_AATK;
                  else if (AIN == PAPER && BIN == ROCK) S_next = S_AATK;
                  else if (AIN == ROCK && BIN == PAPER) S_next = S_BATK;
                  else if (AIN == SCISSORS && BIN == ROCK) S_next = S_BATK;
                  else if (AIN == PAPER && BIN == SCISSORS) S_next = S_BATK;
		end
	       end
	S_AW : S_next = S_INIT;
	S_BW : S_next = S_INIT;
	S_DRAW : if (AIN == INVALID && BIN != INVALID) S_next = S_BW;
               else if (AIN != INVALID && BIN == INVALID) S_next = S_AW;
               else if (AIN == INVALID && BIN == INVALID) S_next = S_INIT;
	       else if (AIN != INVALID && BIN != INVALID) S_next = S_INIT;
   endcase
  end
  always @ (S_reg) begin  
    case (S_reg)
	S_INIT : S_STAT = 3'b000;
	S_AATK : S_STAT = 3'b001;
	S_BATK : S_STAT = 3'b010;
	S_AW : S_STAT = 3'b011;
	S_BW : S_STAT = 3'b100;
	S_DRAW : S_STAT = 3'b101;
	default : S_STAT = 3'b000;
    endcase
  end
  assign STAT = S_STAT;
endmodule
module Vr_HW3_Score (CLK, RST, STAT, ASC, BSC);
  input CLK, RST;
  input [2:0] STAT;
  output [3:0] ASC, BSC;
  parameter [2:0] S_INIT = 3'b000,
                  S_AATK = 3'b001,
                  S_BATK = 3'b010,
                  S_AW = 3'b011,
                  S_BW = 3'b100,
                  S_DRAW = 3'b101;
  reg [3:0] a_score = 4'b0000, b_score = 4'b0000;
  always @ (posedge CLK) begin
     if (RST) begin
	a_score <= 4'b0000;
	b_score <= 4'b0000;
     end
     else begin
      case (STAT)
	  3'b000, 3'b001, 3'b010, 3'b101 : begin a_score = a_score; b_score = b_score; end  
	  3'b011 : a_score = a_score + 4'b0001;  
	  3'b100 : b_score = b_score + 4'b0001;  
      endcase
      if(a_score > 4'b0101) a_score = 4'b0000;
      if(b_score > 4'b0101) b_score = 4'b0000;
     end
  end
  assign ASC = a_score;
  assign BSC = b_score;
endmodule
module Vr_HW3_Series (CLK, RST, V, S);
  input CLK, RST;
  input [0:1] V;
  output S;
  parameter integer len = 2;
  integer cnt = 32'b0;
  reg [0:1] prev_v;
  reg s = 0;
  always @ (posedge CLK or posedge RST) begin
    if (RST) begin
	prev_v <= 2'bxx;
	cnt <= 32'b0;
	s <= 0;
    end
    else begin
	 if (V == 2'b11) begin s = 0; cnt <= 32'b0; prev_v <= 2'bxx; end
	 else begin
	  if (cnt == 32'b010) begin s = 0; cnt <= 32'b0; prev_v <= 2'bxx; end
	  else begin
	   if(cnt == 32'b01) begin
	    if (V == prev_v) begin cnt <= cnt + 32'b01; prev_v <= V; s = 1; end
	    else begin prev_v <= V; cnt <= cnt - 32'b01; s = 0; end
	   end
	   else begin
	    if (V == prev_v) begin cnt <= cnt + 32'b01; prev_v <= V; s = 0; end
	    else begin prev_v <= V; cnt <= cnt; s = 0; end
	   end
	end
	end
     end
   end
  assign S = s;
endmodule
[/design/flow/run.sh]
#!/bin/bash
# OpenROAD 26Q1-2900-gdf79404cd8, Yosys 0.63+post, stock flow scripts
make -C /OpenROAD-flow-scripts/flow DESIGN_CONFIG=/design/flow/config.mk WORK_HOME=/design/flow/orfs finish
[/design/flow/config.mk]
export PLATFORM = sky130hd
export DESIGN_NAME = Vr_HW3
export DESIGN_NICKNAME = Vr_HW3
export VERILOG_FILES = /design/flow/design.v
export SDC_FILE = /design/flow/constraint.sdc
export NUM_CORES = 4
export LEC_CHECK = 1
export CORE_UTILIZATION = 30
[/design/flow/constraint.sdc]
current_design Vr_HW3

set clk_period 3.2
set clk_io_pct 0.2

create_clock -name clk0 -period $clk_period [get_ports {CLK}]

set non_clock_inputs [all_inputs -no_clocks]
set_input_delay [expr $clk_period * $clk_io_pct] -clock clk0 $non_clock_inputs
set_output_delay [expr $clk_period * $clk_io_pct] -clock clk0 [all_outputs]
==> results.sh <==
# yosys + openroad results
export IMPL_status="complete, no violations"
export IMPL_clock_latency_ns=0.35
export IMPL_grt_start_max_net_pins=54
export IMPL_cts_buffers=9
export IMPL_fin_crit_sh_pct=96.9
export IMPL_place_hpwl_um=9880
export IMPL_slew_headroom_pct=51.5
export IMPL_edf_count=0
export IMPL_setup_ws_ns=0.100
export IMPL_layout_top_cell="nor2_1"
export IMPL_topCellsByArea="dfrtp_1 (27%), xor2_1 (6.9%), nor2_1 (5.8%)"
export IMPL_via_per_inst=5.01
export IMPL_fp_dieH_um=149
export IMPL_avgSynthCellArea_um2=8.60
export IMPL_warnings=45
export IMPL_untimed_endpoints=19
export IMPL_routed_wl_um=14300
export IMPL_pre_cts_slack_ns=-0.415
export IMPL_hold_viol=0
export IMPL_cts_root_buf="clkbuf_16"
export IMPL_row_count=53
export IMPL_die_width_um=149
export IMPL_postSynth_asyncResetShare_pct=67.3
export IMPL_p_per_area_nw_per_um2=787
export IMPL_clkTransAtPathRegs_ns=0.06
export IMPL_finClkSkew_ns=0.00722
export IMPL_top_cell_area_share_pct=27.1
export IMPL_htree_levels=3
export IMPL_top_regs="A_Series.cnt x32, B_Series.cnt x32"
export IMPL_cp_required_ns=2.56
export IMPL_cp_start_kind="input port"
export IMPL_worstMarginPinSlew_ns=0.726
export IMPL_drtAntennaViolNets=0
export IMPL_fp_util_pct=30.6
export IMPL_grt_overflow_total=0
export IMPL_ys_sh_xor_pct=8.82
export IMPL_vdd_drop_max_uv=504
export IMPL_drt_iter0_drc=304
export IMPL_setup_viol=0
export IMPL_dp_cells=1073
export IMPL_vias=5470
export IMPL_arrival_ns=2.46
export IMPL_track_usage_pct=13.4
export IMPL_unclocked_regs=19
export IMPL_synth_stat_cells=751
export IMPL_syn_inst=751
export IMPL_stdcell_count=1091
export IMPL_cts_tree="built"
export IMPL_grt_pass1_vias=4773
export IMPL_final_core_util_pct=36.2
export IMPL_fillers=2143
export IMPL_fin_crit_ns=3.10
export IMPL_ctsLongestPathBuffers=2
export IMPL_mux_share_pct=0.988
export IMPL_endpoint_kind="output port"
export IMPL_tns_ns=0
export IMPL_antenna_found_initial=0
export IMPL_synth_cell_types=76
export IMPL_yosys_warnings=4
export IMPL_rsz0062_at_grt="no"
export IMPL_dieArea_um2=22100
export IMPL_cp_max_fo=10
export IMPL_globalplace_congestion=0.850
export IMPL_synthAdderAreaFrac_pct=5.04
export IMPL_ys_flops=104
export IMPL_grt_pass1_wl_um=24000
export IMPL_drv_cap=0
export IMPL_syn_cell_area_um2=6460
export IMPL_ys_area_um2=6460
export IMPL_fmax_mhz=323
export IMPL_layout_drive_gt1_share_pct=10.9
export IMPL_ys_top_logic_family="simple AND/OR/NAND/NOR gates"
export IMPL_firstDrtPassIters=5
export IMPL_detail_route_wl_per_cell_um=13.1
export IMPL_slew_viol_final=0
export IMPL_synthToLayoutAreaGrowth_pct=18.3
export IMPL_hold_path_class="flip-flop to flip-flop"
export IMPL_ff_type="dfrtp_1"
export IMPL_worstSetupPathType="input port to output port"
export IMPL_drc_errors=0
export IMPL_ios=58
export IMPL_simple_gate_area_share_pct=26.9
export IMPL_route_antenna_diode_count=0
export IMPL_core_um2=21100
export IMPL_synth_area_leader_cell="dfrtp_1"
export IMPL_layout_top_cells="nor2_1 (97), dfrtp_1 (70), xor2_1 (51)"
export IMPL_p_leak_nw=3.19
export IMPL_io_buffers=43
export IMPL_aoi_share_pct=15.7
-- final timing paths --
kind,start,endpoint,slack [ns],cells past startpoint
min in group asynchronous,RST,B_Series.cnt[31]$_DFFE_PP0P_,0.84,2
max in group asynchronous,RST,A_Series.cnt[13]$_DFFE_PP0P_,1.73,3
setup / recovery,BIN[1],RDISP[7],0.10,8
hold / removal,A_Series.cnt[19]$_DFFE_PP0P_,A_Series.cnt[19]$_DFFE_PP0P_,0.52,1
setup reg to reg,A_Series.cnt[2]$_DFFE_PP0P_,A_Series.cnt[18]$_DFFE_PP0P_,0.59,6
hold reg to reg,A_Series.cnt[19]$_DFFE_PP0P_,A_Series.cnt[19]$_DFFE_PP0P_,0.52,1
-- cells by family (layout without fill, tap and decap cells) --
kind of cell,Yosys count,after routing
latches,19,19
XOR/XNOR,65,65
AND-OR/OR-AND,154,154
other,1,32
multiplexers,6,6
adder cells (fa/ha/maj),26,26
flip-flops,85,85
AND/OR/NAND/NOR,316,316
buffers and inverters,79,113
-- Yosys cell counts, types with 4 or more instances --
master,n
or2_2,4
buf_2,5
buf_4,24
o22ai_1,25
dfxtp_1,15
and2_1,4
o21ai_0,44
nand2_1,44
nor4_1,16
xnor2_1,14
dfrtp_1,70
a21oi_1,32
a31oi_1,11
nand3_1,27
nor4_4,5
nor4_2,4
inv_1,29
ha_1,26
clkbuf_1,17
nor3_1,26
nor2b_1,9
and3_1,29
and4_1,8
nor2_1,99
xor2_1,51
or3_1,6
nand4_1,13
dlxtn_1,19
-- layout make-up --
type,instances,area (um2),share of cell area (%)
well taps,275,344,4.50
clock inverters,5,60.1,0.786
inverters,29,111,1.46
repair buffers,68,641,8.39
multi-input cells,599,3900,51.0
clock buffers,11,243,3.18
flip-flops and latches,104,2340,30.7
-- where the power goes --
part	internal [mW]	switching [mW]	total, mW
Combinational	1.11	1.88	3.00
Clock	0.628	0.443	1.07
Sequential	1.45	0.501	1.95
-- metrics by stage --
stage          power [mW]  instance area, um2  hold slack (ns)
6_report             6.01                7640            0.516
5_1_grt              6.49                7640            0.550
4_1_cts              6.04                7600            0.518
3_5_place_dp         4.94                7240            0.507
3_3_place_gp         4.92                7240            0.502
2_1_floorplan        4.23                6570            0.466
-- per-layer routing --
layer | vias up | GRT usage [%] | part of all wire, %
li1 | 2761 | - | -
met2 | 136 | 19.5 | 44
met3 | 11 | 2.03 | 4.2
met4 | 0 | 1.60 | 1.1
met1 | 2562 | 21.7 | 51
met5 | - | 0 | 0
-- timing repair --
action | in CTS | in global routing
hold buffers | 0 | 0
pin swaps | 2 | 1
buffers inserted | 1 | 2
setup endpoints to repair | 18 | 12
gates resized | 22 | 6
-- worst max-delay path, stage by stage --
cell and delay [ns]:
dlygate4sd2_1 0.25, buf_6 0.18, ha_4 0.22, nor2_1 0.07
nor3_2 0.20, or2_2 0.13, dlxtn_1 0.31, clkdlybuf4s50_1 0.44
Power and IR drop assume default switching activity.
