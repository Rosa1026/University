==> run.sh <==
#!/bin/bash
# OpenROAD 26Q1-2900-gdf79404cd8, Yosys 0.63+post, stock flow scripts
make -C /OpenROAD-flow-scripts/flow DESIGN_CONFIG=/design/flow/config.mk WORK_HOME=/design/flow/orfs finish
==> config.mk <==
export PLATFORM = sky130hd
export DESIGN_NAME = Vr_HW1
export DESIGN_NICKNAME = Vr_HW1
export VERILOG_FILES = /design/flow/design.v
export SDC_FILE = /design/flow/constraint.sdc
export NUM_CORES = 4
export LEC_CHECK = 1
export CORE_AREA = 10 10 70 70
export DIE_AREA = 0 0 80 80
==> constraint.sdc <==
current_design Vr_HW1

set clk_period 1.5
set clk_io_pct 0.2

create_clock -name clk0 -period $clk_period

set non_clock_inputs [all_inputs -no_clocks]
set_input_delay [expr $clk_period * $clk_io_pct] -clock clk0 $non_clock_inputs
set_output_delay [expr $clk_period * $clk_io_pct] -clock clk0 [all_outputs]
==> design.v <==
module Vr_HW1(I, mode, O);
  input [3:0] I;
  input [1:0] mode;
  parameter i=1;
  output O;
  wire m1, m2, m3, m4;
  not U1(m1, i);
  Vr_HW1_mode01 U2(.O(m2), .I(I));
  Vr_HW1_mode10 U3(.O(m3), .I(I));
  Vr_HW1_mode11 U4(.O(m4), .I(I));
  Vr_HW1_MUX4 U5(.data_out(O), .a(m1), .b(m2), .c(m3), .d(m4), .sel(mode));
endmodule
module Vr_HW1_MUX4(a, b, c, d, sel, data_out);
  input a, b, c, d;
  input [1:0]sel;
  output reg data_out;
  always @ (sel or a or b or c or d) begin
    case (sel)
      2'b00: data_out <= a;
      2'b01: data_out <= b;
      2'b10: data_out <= c;
      2'b11: data_out <= d;
    endcase
  end
endmodule
module Vr_HW1_mode01(I, O);
  input [3:0] I;
  output O;
  wire a;
  assign a = ~(I[0]==1);
  assign O = (I!=0)&a;
endmodule
module Vr_HW1_mode10(I, O);
  input [3:0] I;
  output reg O;
  always@(I)begin
   if((I%3)|(I==0))
    O=0;
   else
    O=1;
  end
endmodule
module Vr_HW1_mode11(I, O);
  input [3:0] I;
  output O;
  wire a, b, c;
  Vr_HW1_mode01 U1(.O(a), .I(I));
  or U2 (b, I[3], I[2]);
  not U3 (c, I[1]);
  and U4 (O, a, b, c);
endmodule
==> run summary <==
status - complete, but fails checks
violated checks - negative setup slack
Residual DRC - 0
Via density - 3.57
Top area cell types - ha_1 (19%), inv_1 (7.0%), o2111ai_1 (6.5%)
ANT cells - 0
FFs & Latches - 0
core area - 3420 um^2
# Cells Yosys - 35
pin count of the biggest net entering global routing - 7
area added between synthesis and finish - 139%
yosys synthesis chip area - 268 um^2
Rows - 21
crit start category - input pin
Setup Crit Path Kind - input pin to primary output
Final min period - 2.45 ns
1st-iter DRT viols - 5
largest area contributor in the netlist - ha_1
Cells after Synth - 35
io pins - 7
DR WL/cell - 8.70 um
Port Buf Inserts - 7
clock buffer count - 0
Cells after DPL - 103
DRT antenna net count - 0
Layout Utilization - 18.8%
Hold Slack - 1.25 ns
vias in the first global route - 387
Top-area cell share - 18.7%
DP Worst Slack - -1.82 ns
f_max - 408 MHz
Die W - 80 um
Remaining Overflow, GRT - 0
wl on met1 - 500 um
GPL Wtd Cong - 0.801
distinct lib cells - 23
critical path data arrival time - 2.15 ns
register area - 0 um^2
overall routing resource usage - 3.02%
WL met2 - 403 um
TNS Setup - -0.950 ns
Worst Hold Class - input pin to primary output
FILL cells - 388
Worst EP required - 1.20 ns
final instance area - 641 um^2
Synth Seq Share - 0%
worst slew pin tran - 0.347 ns
fp_density - 7.84%
met3 wire length - 44 um
top sig layer - met3
crit-path max FO - 3
vias - 389
initial antenna violation count - 0
CP endpoint kind - primary output
first-pass iteration count of the detailed router - 4
RSZ-0062 raised after global routing - true
Syn Area/Cell - 7.65 um^2
Tool Warnings - 36
Finished Layout Cells - 109
hold depth - 6
most frequent cell after synthesis - inv_1
worst vdd ir - 112 uV
WL final - 948 um
Final Power - 0.182 mW
Final Setup Violations - 1
Placement Cell Area - 562 um^2
fraction of layout cells with a size suffix above 1 - 71.4%
fin crit share - 163%
Slew Viols, Final - 0
Syn. warnings - 2
post-DP HPWL - 737 um
pwr/cell area - 284 nW/um^2
Leakage - 0.267 nW
Final Hold Fails - 0
Post-Syn Area - 268 um^2
first-pass GRT wire length - 1670 um
Max-Cap Viols - 0
die area - 6400 um^2
Slew HR - 76.3%
worst setup margin - -0.950 ns
die span in y - 80 um
Post-synth top cells - inv_1 (5), ha_1 (4), a21oi_1 (3)
==> where the power goes <==
group / internal [mW] / switching (mW)
combinational: 0.106 / 0.0762
clock: 0 / 0
sequential: 0 / 0
total: 0.106 / 0.0762
==> cells in the final DEF, fill, tap and decap left out, drive strengths merged <==
cell / count
o21ai: 1
buf: 24
ha: 4
o2111ai: 2
inv: 6
o211ai: 2
nand2: 1
nor2: 1
a221oi: 1
dlygate4sd2: 1
clkbuf: 1
a211oi: 1
o21bai: 2
a21oi: 3
nand2b: 1
or4b: 1
clkdlybuf4s50: 2
nor3: 1
a21boi: 1
a31oi: 1
nor2b: 3
a2111oi: 1
a311o: 1
o32a: 1
==> final timing paths <==
path | from | endpoint | slack [ns]
worst max-delay path | I[3] | O | -0.95
worst min-delay path | I[1] | O | 1.25
==> cell type report <==
type               count  area, um^2  area share (%)
inverters              6        25.0            3.91
well taps             46        57.6            8.98
repair buffers        28         220            34.4
multi-input cells     29         338            52.7
==> worst max-delay path, cell delays in order <==
cell and delay [ns]:
buf_6 0.09, buf_4 0.13, nor2b_4 0.12, buf_4 0.12, buf_4 0.14, o21bai_4 0.15, nand2_2 0.10, ha_4 0.18
or4b_4 0.48, a221oi_2 0.21, buf_2 0.13
==> what timing repair did <==
action,4_1_cts,5_1_grt
buffers inserted,5,1
resized,22,5
setup endpoints to repair,1,1
pin swaps,7,9
hold buffers,0,0
==> cell families after synthesis <==
group                      Yosys count  synth area share (%)
and+or+nand+nor                      8                  19.6
adders and majority gates            4                  18.7
buffers and inverters                6                  8.41
AOI/OAI and AO/OA                   17                  53.3
==> metal layers <==
metal  up-vias  global-route usage, %
met5         -                      0
met1       183                   4.28
met4         0                      0
met2         7                   5.06
li1        199                      -
met3         0                  0.341
Power figures rest on the tool's default switching activity, not on a simulated workload.
