--- flow/design.v ---
module Vr_HW2_ALU (A, B, ALUCtrl, ALUOut, Zero);
  input [31:0] A;
  input [31:0] B;
  input [2:0] ALUCtrl;
  output [31:0] ALUOut;
  output Zero;
  wire [31:0] sig_a;
  wire [31:0] sig_b;
  wire [31:0] sig_sum;
  wire sig_cin;
  wire sig_cout;
  assign sig_a=A;
  assign ALUOut=sig_sum;
  assign Zero=(ALUCtrl==3'b110)&(sig_sum==0);
  assign sig_b=(ALUCtrl==3'b110) ? ~B:B;
  assign sig_cin=(ALUCtrl==3'b110) ? 1'b1:1'b0;
  Vr_HW2_ripple_adder_M_bits #(.M(32)) u_adder (sig_a,sig_b,sig_cin,sig_sum,sig_cout);
endmodule
module Vr_HW2_FA(A, B, CIN, S, COUT);
  input A, B, CIN;
  output S, COUT;
  wire L1,L2,L3,L4,L5,L6,L7,L8,L9,L10;
  not U1(L1,A);
  not U2(L2,B);
  not U3(L3,CIN);
  and U4(L4,A,L2,L3);
  and U5(L5,L1,B,L3);
  and U6(L6,L1,L2,CIN);
  and U7(L7,A,B,CIN);
  or U8(S,L4,L5,L6,L7);
  and U9(L8,A,B);
  and U10(L9,A,CIN);
  and U11(L10,B,CIN);
  or U12(COUT,L8,L9,L10);
endmodule
module Vr_HW2_ripple_adder_M_bits(A, B, CIN, S, COUT);
  parameter M=32;
  input [M-1:0] A, B;
  input CIN;  
  output [M-1:0] S;
  output COUT;  
  genvar i;
  wire [M-1:0] sig_cin, sig_s, sig_cout;
  assign sig_cin[0]=CIN;
  assign COUT=sig_cout[M-1];
  assign S=sig_s;
  for(i=0;i<M-1;i=i+1) begin
    assign sig_cin[i+1]=sig_cout[i];
    Vr_HW2_FA U1 (A[i],B[i], sig_cin[i], sig_s[i], sig_cout[i]);
  end
  Vr_HW2_FA U2 (A[M-1],B[M-1],sig_cin[M-1],sig_s[M-1],sig_cout[M-1]);
endmodule
--- flow/run.sh ---
#!/bin/bash
# OpenROAD 26Q1-2900-gdf79404cd8, Yosys 0.63+post, stock flow scripts
make -C /OpenROAD-flow-scripts/flow DESIGN_CONFIG=/design/flow/config.mk WORK_HOME=/design/flow/orfs finish
--- flow/config.mk ---
export PLATFORM = sky130hd
export DESIGN_NAME = Vr_HW2_ALU
export DESIGN_NICKNAME = Vr_HW2_ALU
export VERILOG_FILES = /design/flow/design.v
export SDC_FILE = /design/flow/constraint.sdc
export NUM_CORES = 4
export LEC_CHECK = 1
export CORE_UTILIZATION = 30
--- flow/constraint.sdc ---
current_design Vr_HW2_ALU

set clk_period 14.1
set clk_io_pct 0.2

create_clock -name clk0 -period $clk_period

set non_clock_inputs [all_inputs -no_clocks]
set_input_delay [expr $clk_period * $clk_io_pct] -clock clk0 $non_clock_inputs
set_output_delay [expr $clk_period * $clk_io_pct] -clock clk0 [all_outputs]
==> metrics.csv <==
metric,value,unit
Max VDD drop,0.0216,mV
Period minus WS final,17.22,ns
DRT antenna net count,0,
layout cells sized above 1,0.267,
flip-flops,0,
global-route wire length before repair,5.78,mm
Slew HR,0.792,
Hold Path End,Zero,
total chip power,0.138,mW
Hold Path Cell Cnt,6,
met1 usage in global routing,0.222,
DPL Wire Length,3.35,mm
Max-area cell share,0.375,
total leakage power,1.14,nW
io pins,100,
GRT Total Usage,0.144,
final setup fails,11,
die height,73.8,um
fp_density,0.319,
"top cells, area","fa_1, xor2_1, buf_4",
failing checks,setup timing,
vias per inst,3.90,
slowest cell delay on critical path,0.42,ns
vias in the first global route,1348,
pwr/cell area,54.6,nW/um^2
critical path data arrival time,14.40,ns
crit path kind,in2out,
Final Hold Fails,0,
Slew Limit Fails,0,
max-cap violation count,0,
Post-DP Area,2530,sq um
fillers,491,
startpoint types,input port,
Hold WC Path Type,in2out,
total number of vias,1282,
GPL Wtd Cong,0.800,
Most Crowded Layer GR,met2,
Port Buf Inserts,100,
clock buf count,0,
Non-Filler Instances,329,
met2 Usage GRT,0.239,
final instance area,2530,sq um
met3 GRT Util,0.0180,
Post-Syn Area,1550,sq um
DR iter-0 viols,18,
Top cell excl fill/tap,clkdlybuf4s50_1,
Flop area,0,sq um
Die Footprint,5450,sq um
fmax,58.1,MHz
hold_buf cts,0,
"Worst Setup Slack, final",-3.12,ns
Crit. End Element,output port,
largest net degree at the start of global routing,17,
Syn-to-layout area delta,63.5,%
worst-path fanout max,6,
Worst Max-Slew Pin Slew,0.309,ns
Pre-antenna DRT Iters,3,
initial antenna violation count,0,
Synth cell types,22,
Top Layout Cells,"clkdlybuf4s50_1, inv_1, xor2_1, fa_2",
dpl cells,327,
WL/cell,10.8,um
cell type with the largest total area,fa_1,
YS chip area,1550,sq um
status,"finished, violations left",
post-synthesis sequential area ratio,0,
Setup TNS,-20.29,ns
yosys cell count,186,
CORE AREA,4850,sq um
crit-path most repeated cell,fa_2,
DRC viols,0,
RSZ-0062 raised after global routing,true,
final wirelength,3.56,mm
tool warning count,35,
Post-Synthesis Cells,186,
Syn. warnings,0,
"Slowest-stage cell, CP",fa_2,
site row count,25,
period utilisation layout,1.22,
hold_sp,ALUCtrl[0],
die width,73.8,um
grt ovf,0,
crit path DRT,11.28,ns
# diodes,0,
Post-Syn Area per Cell,8.32,sq um
layout make-up:
type | count | area, sq um | share of cell area
multi-input cells | 90 | 1160 | 0.459
repair buffers | 113 | 1060 | 0.420
inverters | 59 | 221 | 0.0875
well taps | 67 | 83.8 | 0.0331
report_power, final:
| part | total (mW) | internal (mW) | leakage (nW) | switching (mW) |
|---|---|---|---|---|
| clock | 0 | 0 | 0 | 0 |
| sequential | 0 | 0 | 0 | 0 |
| combinational | 0.138 | 0.0894 | 1.14 | 0.0489 |
| total | 0.138 | 0.0894 | 1.14 | 0.0489 |
worst max path at each step:
stage | from | endpoint | slack, ns
after global routing | ALUCtrl[0] | Zero | -3.49
after CTS | ALUCtrl[0] | ALUOut[31] | -3.14
final | ALUCtrl[0] | ALUOut[31] | -3.12
repair_timing:
action,4_1_cts,5_1_grt
hold endpoints to repair,0,0
setup buffers,2,1
gates cloned,0,0
setup endpoints to repair,13,13
pin swaps,3,3
gates resized,53,9
per-stage QoR:
| step | setup WS [ns] | hold WS, ns | util |
|---|---|---|---|
| 2_1_floorplan | -2.69 | 5.80 | - |
| 5_1_grt | -3.49 | 6.30 | 0.522 |
| 3_5_place_dp | -3.89 | 6.70 | 0.522 |
| 3_3_place_gp | -3.79 | 6.70 | 0.522 |
| 4_1_cts | -3.14 | 6.26 | 0.517 |
| 6_report | -3.12 | 6.25 | 0.522 |
worst max-delay path, delay by kind of cell:
family                     cells  cell delay, ns
AOI/OAI and AO/OA              1            0.26
buffers and inverters          4            0.46
muxes                          1            0.10
xor gates and xnor gates       1            0.22
and+or+nand+nor                2            0.36
adders and majority gates     29           10.14
Yosys cell counts:
master and instances:
a21oi_1 1, a31oi_1 1, a32oi_2 1, and2_1 1, buf_2 5, buf_4 32
fa_1 29, inv_1 59, mux2i_1 1, nand2b_1 1, nand3_1 1, nand3b_1 2
nand4_1 6, nand4b_1 1, nor2_1 3, nor2b_1 2, nor3_2 1, nor4_1 3
o21ai_0 1, o31a_1 1, xnor2_1 4, xor2_1 30
metal layers:
metal	up-vias	share of wire	routed length (um)
li1	651	-	-
met1	582	0.46	1650
met2	49	0.47	1680
met3	0	0.065	231
met4	0	0	0
met5	-	0	0
cells by family (layout without fill, tap and decap cells):
| logic type | count (synthesis) | in the layout | synth area share |
|---|---|---|---|
| buffers and inverters | 96 | 172 | 0.314 |
| adder cells (fa/ha/maj) | 29 | 29 | 0.375 |
| XOR/XNOR | 34 | 34 | 0.192 |
| AND/OR/NAND/NOR | 21 | 21 | 0.0849 |
| AND-OR/OR-AND | 5 | 5 | 0.0267 |
| multiplexers | 1 | 1 | 0.00647 |
No activity file was given, so power comes from the tool's default toggle rates.
